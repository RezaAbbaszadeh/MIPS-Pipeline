[run.sh]
#!/bin/bash
# OpenROAD 26Q1-2900-gdf79404cd8, Yosys 0.63+post, stock flow scripts
make -C /OpenROAD-flow-scripts/flow DESIGN_CONFIG=/design/flow/config.mk WORK_HOME=/design/flow/orfs finish
[design.v]
module ControlUnit(input clk ,
 output  branch , jump,
 output   mem_read , mem_write ,
 output  [1:0] aluOp ,
 output   writereg_sel , reg_write,
 output   alu_src,
 output   mem_to_reg_sel,
 input[5:0] opcode
 );
 assign branch =	(opcode==6'b000000)? 0: 
					(opcode==6'b100011)? 0: 
					(opcode==6'b101011)? 0: 
					(opcode==6'b000100)? 1: 
					( (opcode==6'b001000) || (opcode==6'b001100) || (opcode==6'b001101) || (opcode==6'b001010) )?0: 
					1'bx;
 assign jump =	(opcode==6'b000000)? 0:
					(opcode==6'b100011)? 0:
					(opcode==6'b101011)? 0:
					(opcode==6'b000100)? 0:
					( (opcode==6'b001000) || (opcode==6'b001100) || (opcode==6'b001101) || (opcode==6'b001010) )?0:
					1'bx;
assign mem_read =	(opcode==6'b000000)? 0:
					(opcode==6'b100011)? 1:
					(opcode==6'b101011)? 0:
					(opcode==6'b000100)? 0:
					( (opcode==6'b001000) || (opcode==6'b001100) || (opcode==6'b001101) || (opcode==6'b001010) )?0:
					1'bx;
assign mem_write =	(opcode==6'b000000)? 0:
					(opcode==6'b100011)? 0:
					(opcode==6'b101011)? 1:
					(opcode==6'b000100)? 0:
					( (opcode==6'b001000) || (opcode==6'b001100) || (opcode==6'b001101) || (opcode==6'b001010) )?0:
					1'bx;
assign aluOp =	(opcode==6'b000000)? 2'b10:
					(opcode==6'b100011)? 2'b00:
					(opcode==6'b101011)? 2'b00:
					(opcode==6'b000100)? 2'b01:
					( (opcode==6'b001000) || (opcode==6'b001100) || (opcode==6'b001101) || (opcode==6'b001010) )?2'b11:
					2'bx;
assign writereg_sel =	(opcode==6'b000000)? 1:
					(opcode==6'b100011)? 0:
					(opcode==6'b101011)? 1'bx:
					(opcode==6'b000100)? 1'bx:
					( (opcode==6'b001000) || (opcode==6'b001100) || (opcode==6'b001101) || (opcode==6'b001010) )?0:
					1'bx;
 assign reg_write =	(opcode==6'b000000)? 1:
					(opcode==6'b100011)? 1:
					(opcode==6'b101011)? 0:
					(opcode==6'b000100)? 0:
					( (opcode==6'b001000) || (opcode==6'b001100) || (opcode==6'b001101) || (opcode==6'b001010) )?1:
					1'bx;
assign alu_src =	(opcode==6'b000000)? 0:
					(opcode==6'b100011)? 1:
					(opcode==6'b101011)? 1:
					(opcode==6'b000100)? 0:
					( (opcode==6'b001000) || (opcode==6'b001100) || (opcode==6'b001101) || (opcode==6'b001010) )?1:
					1'bx;					
assign mem_to_reg_sel =	(opcode==6'b000000)? 1:
					(opcode==6'b100011)? 0:
					(opcode==6'b101011)? 1'bx:
					(opcode==6'b000100)? 1'bx:
					( (opcode==6'b001000) || (opcode==6'b001100) || (opcode==6'b001101) || (opcode==6'b001010) )?1:
					1'bx;
endmodule
[config.mk]
export PLATFORM = sky130hd
export DESIGN_NAME = ControlUnit
export DESIGN_NICKNAME = ControlUnit
export VERILOG_FILES = /design/flow/design.v
export SDC_FILE = /design/flow/constraint.sdc
export NUM_CORES = 4
export LEC_CHECK = 1
export CORE_AREA = 10 10 70 70
export DIE_AREA = 0 0 80 80
[constraint.sdc]
current_design ControlUnit

set clk_period 1.6
set clk_io_pct 0.2

create_clock -name clk0 -period $clk_period

set non_clock_inputs [all_inputs -no_clocks]
set_input_delay [expr $clk_period * $clk_io_pct] -clock clk0 $non_clock_inputs
set_output_delay [expr $clk_period * $clk_io_pct] -clock clk0 [all_outputs]
==> flow_summary_export.csv <==
group,metric,value,unit
status,outcome,"finished clean",
routing,wl,584,um
worst_setup_path,slowest_stage,"dlygate4sd2_1",
run,tool_warnings,34,
routing,drt_iter0_markers,0,
final_timing,setup_viol,0,
floorplanning,io-pin-count,17,
final_timing,hold_violations,0,
yosys,ys_types,13,
global_route,grt_use_met3,0.568,%
worst_setup_path,path_cells,"buf_2 > nand4b_1 > nor2_2 > buf_4 > buf_6 > nor2_1 > dlygate4sd2_1",
place,post-place-ws,-0.562,ns
layout,utilization,9.78,%
global_route,grtUsageMet1,1.78,%
global_route,grt_pass1_vias,177,
yosys,top_cells_by_count,"nor2_1 (4), or3_1 (2)",
floorplanning,rows,21,
run,cap_viol_max_count,0,
yosys,ys.warnings.count,0,
routing,antenna_left,0,
floorplanning,design.core.area,3420,um2
global_route,grt_start_max_net_pins,5,
global_route,antenna_found_initial,0,
power_and_ir_drop,power.density,126,nW/um2
global_route,top_usage_layer,"met2",
yosys,area_leaders,"nor2_1 (17%), or3_1 (14%), nand4b_1 (9.7%), buf_4 (8.3%), a31oi_1 (6.9%)",
global_route,use_met2,2.41,%
layout,regArea,0,um2
worst_setup_path,critPathCaptureType,"output pin",
yosys,synth_area,90.1,um2
place,port_buffers,15,
worst_setup_path,crit_type,"input port to output pin",
worst_setup_path,worstPathRequired,1.28,ns
yosys,ys_cells,17,
yosys,most_common_cell,"nor2_1",
floorplanning,fp.dieH,80,um
yosys,syn-mean-instance-area,5.30,um2
layout,ff_count,0,
routing,routed_via_density,2.35,
final_timing,drv_slew,0,
layout,drive_gt1_share,56.8,%
routing,dr.pass1.iters,1,
clocking,ctsHoldBuffers,0,
hold_path,min_from,"opcode[4]",
floorplanning,die_area,6400,um2
place,place_hpwl,488,um
global_route,grtUsageTotal,1.43,%
final_timing,setup_slack,0.0884,ns
floorplanning,core_util_floorplan,2.64,%
hold_path,holdPathEnd,"aluOp[0]",
hold_path,holdPathStages,3,
worst_setup_path,max_stage_delay,0.22,ns
yosys,synth_top_area_share,16.7,%
place,place_inst,82,
yosys,ys_seq_share,0,%
worst_setup_path,cp-start-kind,"input port",
yosys,syn_inst,17,
yosys,yosys_area,90.1,um2
final_timing,hold_slack,0.952,ns
final_timing,fin_crit_sh,94.5,%
layout,syn_to_final_growth,271,%
layout,final_cell_count_no_fill,83,
power_and_ir_drop,peakVddDrop,15.6,uV
yosys,top_area_cell,"nor2_1",
layout,clockBufferCount,0,
final_timing,timing.fmax,662,MHz
floorplanning,die_w,80,um
routing,via_count,195,
power_and_ir_drop,power.leakage,0.000139,uW
global_route,grt-ovfl-total,0,
worst_setup_path,cp_max_fo,2,
final_timing,min_period,1.51,ns
hold_path,min_path_type,"input port to output pin",
routing,diodes,0,
worst_setup_path,crit_arrival,1.19,ns
routing,drc,0,
global_route,grt_pass1_wl,786,um
routing,wl_per_cell,7.04,um
place,place_congestion,0.766,
-- metrics by stage --
| step | area (um2) | TNS [ns] | total power (uW) |
|---|---|---|---|
| CTS | 323 | -0.0317 | 38.2 |
| detailed placement | 328 | -4.22 | 39.6 |
| global route | 334 | -0.00524 | 46.5 |
| floorplan | 90.1 | 0 | 6.85 |
| finish | 334 | 0 | 42.1 |
| global placement | 328 | -4.21 | 39.5 |
-- where the power goes --
group | internal, uW | switching [uW]
combinational | 23.6 | 18.5
clock | 0 | 0
sequential | 0 | 0
-- metal layers --
layer  wire, um  vias up
met2        225       13
met1        256       84
met4          0        0
li1           -       98
met5          0        -
met3        102        0
-- logic make-up after synthesis --
| kind of cell | after synthesis | synth area share, % |
|---|---|---|
| AND-OR/OR-AND | 2 | 12.5 |
| buffers and inverters | 2 | 12.5 |
| other | 1 | 4.16 |
| AND/OR/NAND/NOR | 12 | 70.8 |
-- placed cells by master, fill, tap and decap left out --
cell type      n
nand4b_1       1
and2_1         1
clkbuf_2       1
or3_1          2
nor2_1         2
a31oi_1        1
nor4_4         1
buf_6          3
nor2_2         2
nor3_4         1
a21oi_1        1
and3_4         1
conb_1         1
buf_2          6
buf_4          6
dlygate4sd2_1  5
nand2_1        1
inv_1          1
-- layout make-up --
cell class	instances	area, um2
well taps	46	57.6
repair buffers	21	158
fillers	401	3080
inverters	1	3.75
multi-input cells	15	115
-- how the worst max path moves through the flow --
stage / startpoint / end / slack (ns) / depth (start not counted)
global route: opcode[5] / aluOp[1] / -0.005 / 7
finish: opcode[2] / aluOp[1] / 0.09 / 7
CTS: opcode[3] / aluOp[0] / -0.03 / 5
-- repair_timing --
| item | in CTS | in global routing |
|---|---|---|
| endpoints found under the setup margin | 9 | 3 |
| buffers inserted | 2 | 0 |
| gates cloned | 0 | 0 |
| pin swaps | 9 | 3 |
| resized | 46 | 7 |
-- critical path: cells and delay by family --
family | cells | cell delay [ns]
AND/OR/NAND/NOR | 3 | 0.35
buffers and inverters | 4 | 0.52
Power figures rest on the tool's default switching activity, not on a simulated workload.
