--- /design/flow/design.v ---
module RegFile (clk, readreg1, readreg2, writereg, writedata, RegWrite, readdata1, readdata2);
  input [4:0] readreg1, readreg2, writereg;
  input [31:0] writedata;
  input clk, RegWrite;
  output [31:0] readdata1, readdata2;
  reg [31:0] regfile [31:0];
  integer i;
  initial begin
      for (i=0; i<64; i=i+1)   
     regfile[i]=i;
  end
  always @(negedge clk)
  begin
    regfile[0]=0;
		  	if (RegWrite) 
	 				regfile[writereg] <= writedata;
  end
  assign readdata1 = regfile[readreg1];
  assign readdata2 = regfile[readreg2];
endmodule
--- /design/flow/run.sh ---
#!/bin/bash
# OpenROAD 26Q1-2900-gdf79404cd8, Yosys 0.63+post, stock flow scripts
make -C /OpenROAD-flow-scripts/flow DESIGN_CONFIG=/design/flow/config.mk WORK_HOME=/design/flow/orfs finish
--- /design/flow/config.mk ---
export PLATFORM = sky130hd
export DESIGN_NAME = RegFile
export DESIGN_NICKNAME = RegFile
export VERILOG_FILES = /design/flow/design.v
export SDC_FILE = /design/flow/constraint.sdc
export NUM_CORES = 4
export LEC_CHECK = 1
export CORE_UTILIZATION = 40
--- /design/flow/constraint.sdc ---
current_design RegFile

set clk_period 5.6
set clk_io_pct 0.2

create_clock -name clk0 -period $clk_period [get_ports {clk}]

set non_clock_inputs [all_inputs -no_clocks]
set_input_delay [expr $clk_period * $clk_io_pct] -clock clk0 $non_clock_inputs
set_output_delay [expr $clk_period * $clk_io_pct] -clock clk0 [all_outputs]
==> flow_summary.toml <==
# physical design summary
[outcome]
outcome = "finished with violations"
violations = "setup timing"

[die]
fp-utilization = 0.405
ioPinCount = 113
die-area_sq_um = 123000
fp-row-count = 127
die_width_um = 351
coreArea_sq_um = 120000
die_h_um = 351

[synth]
ys_async_sr_fraction = 0
synth_stat.cells = 3422
ys_chip_area_sq_um = 48700
synthesis.area_sq_um = 48700
synth_cell_type_count = 28
syn_inst = 3422
synth.mux.area_fraction = 0.211
ys_seq_share = 0.625
syn_avg_cell_area_sq_um = 14.2
synthAdderAreaFrac = 0
topCombFamilyByArea = "multiplexers"
xor_area_frac = 0
ff_type = "edfxtp_1"
ys.warnings.count = 1
edf_count = 992
aoi_share = 0.0806
ys_ff = 1024
yosys.area_share.simple = 0.0514

[layout]
logic_area_sq_um = 17800
lay_top_cells = "1,053 x inv_1, 1,023 x mux2i_1, 992 x edfxtp_1"
largest_reg_flops = 1024
reg_top3 = "regfile x1024"
register_area_sq_um = 30400
fill_cells = 9851
syn2layout_area_growth_pct = 27.4
final_area_sq_um = 62000
drive_above_1_share = 0.144
final_common_cell = "inv_1"
top_register = "regfile"

[place]
dp_slack_ns = -0.479
dpl_cell_area_sq_um = 53900
place_congestion = 0.905
io_buffers = 112
place_hpwl_um = 91800

[sta]
setup_tns_ns = -21.22
slew_headroom = 0.378
finalHoldViolCount = 0
worst_slack_ns = -0.493
rsz0062_at_grt = "true"
final_max_slew_viol_count = 0
finalSetupViolCount = 64
worst_pin_slew_ns = 0.933

[clocking]
cts_num_sinks = 1024
clk_pin_slew_ns = 0.03
cts_tree = "built"
clockRootBuffer = "clkbuf_16"
clock_tree.buffer_depth = 3
cts_hold_buf = 0
h-tree-depth = 3
cts_buffers = 113

[job]
openroad.warnings = 1030
max_cap_viol_count = 0

[setup_path]
cp_max_fo = 2
critPathKind = "reg -> out"
crit_required_ns = 4.48
cp-end-kind = "output pin"
arrival_ns = 4.97
start_kind = "flip-flop"

[hold_path]
hold_class = "in -> out"

[detailed_routing]
vias = 35000
postRouteAntennaNets = 0
drt-initial-drc-count = 2238
drt_first_pass_iters = 5
avgViaCountPerCell = 5.48
num_antenna_cells = 0
drc_errors = 0
drt-total-wl_um = 151000
wl_per_cell_um = 23.6

[power]
power.total_mw = 20.6
cellLeakagePower_nw = 27.2
pwr_density_cell_nw_per_um2 = 332
peakVddDrop_mv = 0.249

[grt]
grt-ovfl-total = 0
grt_max_degree = 72
grt_first_pass_wirelength_um = 222000
grtUsageTotal = 0.265
grt_pass1_vias = 38100
grt_antenna_before_repair = 1
-- synthesized netlist by cell type (37+ instances only) --
cell type,count,area share
buf_4,52,0.0080
a22o_1,128,0.023
edfxtp_1,992,0.61
nor3_1,64,0.0066
buf_2,82,0.0084
clkbuf_1,74,0.0057
a22oi_1,192,0.030
a31oi_1,64,0.0082
nand3_1,194,0.020
a21oi_1,192,0.020
buf_6,37,0.0086
nand2_1,195,0.015
mux2i_1,1024,0.21
-- area by class of cell --
type,instances,share of cell area
multi-input cells,2141,0.287
clock buffers,118,0.0476
well taps,1612,0.0325
repair buffers,389,0.0671
flip-flops and latches,1024,0.491
clock inverters,1111,0.0748
-- layer usage --
metal | part of all wire | wire length [um] | track usage
met5 | 0.00023 | 34 | 0.00157
met4 | 0.029 | 4400 | 0.108
met3 | 0.12 | 18500 | 0.156
met2 | 0.47 | 71100 | 0.381
met1 | 0.38 | 56800 | 0.337
-- through the flow --
stage           util  cells  hold WS (ns)
2_1_floorplan      -   3422          2.50
3_3_place_gp   0.448   5180          3.58
3_5_place_dp   0.448   5180          3.58
4_1_cts        0.514   6398          3.10
5_1_grt        0.515   6395          3.12
6_report       0.515   6395          3.10
-- what timing repair did --
action / CTS / global route
pin swaps: 137 / 94
setup buffers: 1 / 0
resized: 335 / 28
endpoints found under the setup margin: 64 / 64
-- report_power, final --
part           internal [mW]  switching (mW)
registers               8.56          0.0372
logic                  0.678            1.05
clock network           5.41            4.84
total                   14.6            5.93
-- logic make-up after synthesis --
kind of cell	after synthesis
AOI/OAI and AO/OA	576
buffers and inverters	257
DFF	1024
muxes	1024
and+or+nand+nor	541
-- critical path: stages (launching register included) --
cell	delay, ns
edfxtp_1	0.37
mux2i_1	0.20
a22o_1	0.19
nor3_2	0.04
a31oi_1	0.26
buf_4	0.20
nand3_4	0.10
buf_6	0.13
-- worst paths after layout --
path / startpoint / endpoint / cells past startpoint
hold / removal: readreg1[1] / readdata1[15] / 7
setup / recovery: regfile[3][17] / readdata1[17] / 7
