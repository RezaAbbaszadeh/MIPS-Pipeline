$ cat flow/design.v
module ALU(input [31:0] data1,data2,input [3:0] aluoperation,
output reg [31:0] result,output reg zero,lt,gt);
  always@(aluoperation,data1,data2)
  begin
    case (aluoperation)
      4'b0000 : result = data1 & data2; 
      4'b0001 : result = data1 | data2; 
      4'b0010 : result = data1 + data2; 
      4'b0110 : result = data1 - data2; 
      4'b0000 : result = ~(data1 | data2);
      4'b0111 :   
       begin 
         if (data1<data2)result=1'b1;
         else result=1'b0;
         end
      default : result = data1 + data2;  
    endcase
    if(data1>data2)
      begin
       gt = 1'b1;
       lt = 1'b0; 
      end else if(data1<data2)
      begin
       gt = 1'b0;
       lt = 1'b1;  
      end
    if (result==32'd0) zero=1'b1;
    else zero=1'b0;
  end
endmodule
$ cat flow/run.sh
#!/bin/bash
# OpenROAD 26Q1-2900-gdf79404cd8, Yosys 0.63+post, stock flow scripts
make -C /OpenROAD-flow-scripts/flow DESIGN_CONFIG=/design/flow/config.mk WORK_HOME=/design/flow/orfs finish
$ cat flow/config.mk
export PLATFORM = sky130hd
export DESIGN_NAME = ALU
export DESIGN_NICKNAME = ALU
export VERILOG_FILES = /design/flow/design.v
export SDC_FILE = /design/flow/constraint.sdc
export NUM_CORES = 4
export LEC_CHECK = 1
export CORE_UTILIZATION = 40
$ cat flow/constraint.sdc
current_design ALU

set clk_period 14.5
set clk_io_pct 0.2

create_clock -name clk0 -period $clk_period

set non_clock_inputs [all_inputs -no_clocks]
set_input_delay [expr $clk_period * $clk_io_pct] -clock clk0 $non_clock_inputs
set_output_delay [expr $clk_period * $clk_io_pct] -clock clk0 [all_outputs]
==> flow_metrics.env <==
# physical design summary
export IMPL_untimed_endpoints=4
export IMPL_utilization_pct=49.77
export IMPL_mostFrequentLayoutCell="clkdlybuf4s50_1"
export IMPL_fillers=1361
export IMPL_p_sw_share_pct=55.98
export IMPL_mappedNetlistArea_sq_um=5480
export IMPL_unclocked_pins=2
export IMPL_lay_top_cells="103 x clkdlybuf4s50_1, 99 x inv_1, 97 x ha_1"
export IMPL_combPwrFrac_pct=99.9
export IMPL_intPower_mw=0.1230
export IMPL_period_used_pct=75.24
export IMPL_drive_above_1_share_pct=3.087
export IMPL_critPathMaxFanout=5
export IMPL_end_kind="output port"
export IMPL_final_hold_viol_count=0
export IMPL_hold_end="result[31]"
export IMPL_crit_chain="clkdlybuf4s50_1, inv_1, ha_1, fa_1, o21bai_1, o211ai_1, a31oi_1, a211oi_1, o311ai_0, nand4_1, a21o_1, nor4b_1, nand4b_1, nor4_2, and4bb_1, clkdlybuf4s50_1"
export IMPL_rows=42
export IMPL_dieArea_sq_um=14170
export IMPL_seqPwrFrac_pct=0.1
export IMPL_final_cells=1083
export IMPL_slew_headroom_pct=42.27
export IMPL_p_sw_mw=0.1564
export IMPL_holdCritPathClass="input port to output port"
export IMPL_hold_ws_ns=7.038
export IMPL_synth_seq_cells=2
export IMPL_synth_cells=841
export IMPL_area_growth_pct=20.75
export IMPL_path_buffers=3
export IMPL_hold_start="data2[31]"
export IMPL_worstSetupStartpointType="input port"
export IMPL_worstPathArrival_ns=8.01
export IMPL_edf_count=0
export IMPL_postRouteAntennaNets=0
export IMPL_crit_family="AND-OR/OR-AND gates"
export IMPL_warning_count=97
export IMPL_grt_max_degree=39
export IMPL_cap_violations=0
export IMPL_die_w_um=119.1
export IMPL_firstDrtPassIters=5
export IMPL_ys_types=81
export IMPL_leakage_nw=2.870
export IMPL_synth_cells_yosys=841
export IMPL_drc=0
export IMPL_seqCellArea_sq_um=30.03
export IMPL_period_minus_slack_ns=10.91
export IMPL_async_flop_share_pct=0
export IMPL_slowest_stage="nor4b_1"
export IMPL_pin_count=103
export IMPL_total_power_mw=0.2794
export IMPL_fp_utilization_pct=41.22
export IMPL_synth_chip_area_sq_um=5480
export IMPL_setup_violations=0
export IMPL_syn_area_per_cell_sq_um=6.516
export IMPL_avgRoutedWirePerCell_um=19.11
export IMPL_n_antenna_cell=0
export IMPL_critical_path_max_stage_delay_ns=0.61
export IMPL_vdd_drop_max_uv=20.08
export IMPL_portBuffers=103
export IMPL_dr_total_vias=6597
export IMPL_post_cts_resized=0
export IMPL_power_density_nw_per_um2=42.22
export IMPL_antenna_found_initial=0
export IMPL_crit_cells=16
export IMPL_core_area_sq_um=13300
export IMPL_dp_cells=1083
export IMPL_hold_depth=5
export IMPL_finalMaxSlewViolations=0
export IMPL_path_class="input port to output port"
export IMPL_cts_setup_buffers=0
export IMPL_grt_util_all_layers_pct=29.40
export IMPL_ys_warnings_count=1
export IMPL_p_clk_share_pct=0
export IMPL_cts_hold_buf=0
export IMPL_totalWireLength_mm=20.70
export IMPL_tns_ns=0
export IMPL_wl_met3_mm=1.285
export IMPL_max_freq_mhz=91.66
export IMPL_worst_pin_slew_ns=0.8441
export IMPL_status="completed"
export IMPL_route_met2_wl_mm=9.062
export IMPL_gp_congestion=0.9651
export IMPL_cp_required_ns=11.60
export IMPL_grt_pass1_vias=6062
export IMPL_dr_max_layer_used="met4"
export IMPL_rsz0062_at_grt="false"
export IMPL_wl_met1_mm=10.04
export IMPL_die_h_um=119.1
export IMPL_flop_cell="dlxtn_1"
export IMPL_via_per_inst=6.091
export IMPL_cp_common_cell="clkdlybuf4s50_1"
export IMPL_drt_iter0_drc=514
export IMPL_combGateArea_sq_um=4901
export IMPL_overflow=0
export IMPL_post_dp_hpwl_mm=16.60
export IMPL_grt_pass1_wl_mm=32.84
-- power by group through the flow --
stage | Sequential [mW] | Combinational (mW) | Clock (mW)
finish | 0.000158 | 0.279 | 0
global route | 0.000157 | 0.305 | 0
CTS | 0.000158 | 0.276 | 0
-- layout make-up --
class                   instances  share of cell area [%]
inverters                     100                   5.672
multi-input cells             694                   74.06
flip-flops and latches          2                  0.4538
well taps                     176                   3.328
repair buffers                111                   16.49
-- metal layers --
| metal | vias up | GRT usage [%] |
|---|---|---|
| met1 | 3096 | 45.12 |
| met5 | - | 0 |
| li1 | 3228 | - |
| met4 | 0 | 6.250 |
| met2 | 254 | 44.91 |
| met3 | 19 | 1.712 |
-- worst max-delay path by stage --
| stage | startpoint | to |
|---|---|---|
| 4_1_cts | data1[0] | zero |
| 5_1_grt | data1[0] | zero |
| 6_report | data1[0] | zero |
-- cells in the mapped netlist (3+ instances only) --
master | count | share of area [%]
a2111o_1 | 3 | 0.62
a2111oi_0 | 4 | 0.64
a211o_1 | 6 | 0.96
a211oi_1 | 15 | 2.1
a21o_1 | 10 | 1.4
a21oi_1 | 93 | 8.5
a221o_1 | 11 | 2.0
a221oi_1 | 6 | 0.96
a311oi_1 | 3 | 0.48
a31oi_1 | 9 | 1.0
and2_1 | 9 | 1.0
and3_1 | 4 | 0.46
buf_2 | 9 | 0.82
clkbuf_1 | 32 | 2.2
ha_1 | 97 | 22
inv_1 | 99 | 6.8
mux2i_1 | 5 | 0.91
nand2_1 | 65 | 4.5
nand2b_1 | 13 | 1.5
nand3_1 | 16 | 1.5
nand4_1 | 7 | 0.80
nor2_1 | 80 | 5.5
nor2b_1 | 15 | 1.7
nor3_1 | 24 | 2.2
nor3b_1 | 3 | 0.41
nor4_1 | 10 | 1.1
o2111ai_1 | 6 | 0.96
o211a_1 | 4 | 0.73
o211ai_1 | 16 | 2.2
o21a_1 | 9 | 1.2
o21ai_0 | 45 | 4.1
o21bai_1 | 6 | 0.82
o221a_2 | 3 | 0.62
o221ai_1 | 8 | 1.3
o22ai_1 | 4 | 0.46
o311ai_0 | 8 | 1.3
o311ai_1 | 3 | 0.48
o31a_1 | 5 | 0.80
o31ai_1 | 12 | 1.6
o32ai_1 | 4 | 0.64
or4_1 | 4 | 0.55
xnor2_1 | 9 | 1.4
-- flip-flops by register name, indices dropped and copies added (netlist names) --
| signal | count |
|---|---|
| lt | 1 |
| gt | 1 |
-- tightest hold or removal path, cell delays in order --
cell	delay, ns
clkdlybuf4s50_1	0.42
inv_1	0.08
ha_1	0.14
o2111ai_1	0.16
clkdlybuf4s50_1	0.43
-- cells by family after synthesis --
family	count (synthesis)	synth area share, %
multiplexers	5	0.9133
adder cells (fa/ha/maj)	99	22.88
buffers and inverters	145	10.30
XOR/XNOR	10	1.598
latches	2	0.5480
AND/OR/NAND/NOR	267	24.18
AND-OR/OR-AND	313	39.59
-- stage by stage --
| step | setup WS (ns) | area (sq um) |
|---|---|---|
| final | 3.590 | 6618 |
| after global routing | 3.327 | 6618 |
| after CTS | 3.621 | 6618 |
| after detailed placement | 3.639 | 6618 |
| after global placement | 3.643 | 6618 |
| after floorplan | 5.561 | 5480 |
Power and IR drop assume default switching activity.
